==> design.v <==
`timescale 1ns / 1ps
module clk_gen(
    reset,
    clk,
    clk_10
    );
input reset;
input wire clk;
output clk_10;
reg             clk_10; 
parameter   CNT = 32'd1; 
reg     [31:0]  count;
always @(posedge reset or posedge clk)
begin
    if(reset) begin
        count <= 32'd0;
        clk_10 <= 0;
    end
    else begin
        count <= (count==CNT-32'd1) ? 32'd0 : count + 32'd1;
        clk_10 <= (count==32'd0) ? ~clk_10 : clk_10;
    end
end
endmodule
==> run.sh <==
#!/bin/bash
# OpenROAD 26Q1-2900-gdf79404cd8, Yosys 0.63+post, stock flow scripts
make -C /OpenROAD-flow-scripts/flow DESIGN_CONFIG=/design/flow/config.mk WORK_HOME=/design/flow/orfs finish
==> config.mk <==
export PLATFORM = sky130hd
export DESIGN_NAME = clk_gen
export DESIGN_NICKNAME = clk_gen
export VERILOG_FILES = /design/flow/design.v
export SDC_FILE = /design/flow/constraint.sdc
export NUM_CORES = 4
export LEC_CHECK = 1
export CORE_UTILIZATION = 30
==> constraint.sdc <==
current_design clk_gen

set clk_period 7.3
set clk_io_pct 0.2

create_clock -name clk0 -period $clk_period [get_ports {clk}]

set non_clock_inputs [all_inputs -no_clocks]
set_input_delay [expr $clk_period * $clk_io_pct] -clock clk0 $non_clock_inputs
set_output_delay [expr $clk_period * $clk_io_pct] -clock clk0 [all_outputs]
==> run summary <==
Results of the full flow below.

Status:
- The run finished with clean final reports.

Synth:
- The most frequently used library cell after synthesis is dfrtp_1.
- Yosys mapped a number of flops with a built-in enable equal to 0.
- The run gives the area fraction of the dominant cell type after synthesis as 53.0%.
- The run puts the cell area after technology mapping at ~1600 µm².
- The run gives the share of flip-flops with an asynchronous set or reset as ~100%.
- The run puts the synthesized netlist cell count at ~140.
- The run gives the most instantiated flip-flop cell in the synthesis netlist as dfrtp_1.
- Per the synthesis report, the dominant area consumer among library cells is dfrtp_1.
- The run gives the number of standard cells reported by yosys as between 100 and 150.
- The run gives the post-synthesis register bit count as 33.
- By count the netlist is led by 33 x dfrtp_1, 20 x xnor2_1, 14 x nand3_1.
- The main area contributors are dfrtp_1 53%, xnor2_1 11%, xor2_1 6.2%, nand3_1 4.5%, nand4_1 4.4%.
- The run puts the sequential share of the synthesized area at 53.0%.
- The stat command in Yosys gives a chip area of about 1600 µm².
- The gate-level netlist out of Yosys references 23 unique cell types.
- The run gives the mean area per synthesized cell as between 10 and 15 µm².
- The run gives the number of warning messages in the yosys log as 1.

Worst setup path:
- The run puts the path depth of the worst reg2reg path at 4.
- The run puts the worst endpoint required time at a little under 6 ns.
- The run gives the slack of the worst reg-to-reg path as ~5.3 ns.
- The run gives the startpoint type of the worst setup path as a flop.
- The endpoint identified for the worst register-to-register timing path is count[29]$_DFF_PP0_.
- The run gives the slowest cell on the critical path as clkdlybuf4s50_1.
- For the worst setup path, the data arrival time is roughly 1.1 ns.
- Per STA, the startpoint of the critical path is clk_10$_DFFE_PP0N_.
- The critical path is of the reg -> out type.
- For reference, the critical path cell chain is clkdlybuf4s50_1.
- OpenSTA lists the critical path endpoint as clk_10.
- The run puts the delay of the slowest critical-path stage at between 0.4 and 0.5 ns.
- In this run the critical register-to-register path is launched from count[4]$_DFF_PP0_.
- The run gives the maximum fanout along the worst path as 2.
- The run gives the critical path capture point type as an output pin.
- The run gives the largest delay contributor family on the critical path as buffers and inverters.
- The run puts the buffering stage count on the worst path with inverters included at 1.
- In this run the number of cells on the critical path is 1.

Global route:
- The run puts the total global-route track usage at 11.3%.
- The run gives the via count of the first global-routing pass as approximately 1000.
- The number of antenna violations at the first check in global routing was 0.
- The run puts the wire length of the first global-routing pass at roughly 4.7 mm.
- The run puts the remaining global-route overflow at 0.
- The run puts the maximum number of pins on one net before global-route repair at 34.

CTS:
- The run gives the buffer count from post-CTS setup fixing as 0.
- The run gives the count of clock tree sinks as 33.
- The run gives the clock root buffer as clkbuf_8.
- The run gives the number of H-tree levels as 2.
- The run gives the maximum buffer depth of the clock tree as 2.
- Clock latency on the worst-skew pair, taken at its later pin, is just under 0.3 ns.
- The run gives the clock transition at the registers of the reported paths as 0.07 ns.
- The post-CTS hold buffer count recorded in the log is 0.
- TritonCTS built the clock tree.
- The run puts the post-CTS resize count at 0.
- The run gives the number of buffers inserted during clock tree synthesis as 5.

Detailed routing:
- After detailed routing, the wire length on met1 is 1.32 mm.
- Wire segments on met2 add up to about 1.2 mm in the final route.
- The run puts the routed length on met3 at between 70 and 80 µm.
- The highest metal layer carrying signal wires in the routed design is met4.
- The run puts the average vias per placed instance at 4.78.
- The final layout contains routed wiring with a total length of ~2.7 mm.
- The final route contains a little over 1000 vias.
- The run puts the residual DRC count at 0.
- For this run, the script counts the antenna cells in the layout as 0.
- Per the log, the first TritonRoute iteration ended with a DRC count of 47.
- The run puts the detailed-routing iteration count for the pre-antenna-repair pass at 4.
- In this run the remaining antenna-violating nets after routing total 0.
- The run puts the detail-routed net length per standard cell at roughly 12 µm.

Run:
- The run puts the total number of warnings across the stage logs at 26.
- In this run the maximum-capacitance check reported violations numbering 0.

Worst hold path:
- According to the hold report, the worst path is of the reg -> reg type.
- The run gives the launch point of the worst hold path as clk_10$_DFFE_PP0N_.

Placed design:
- The run gives the last weighted congestion value of the routability-driven placer as about 0.8.
- The run puts the HPWL after detailed placement at around 1.8 mm.
- The count of buffers added on input and output ports is 2.
- The run gives the placed standard-cell area as ~1700 µm².

Floorplan:
- According to the floorplan report, the total die area is ~5500 µm².
- The run gives the standard-cell row count as 25.
- The run puts the number of I/O pins at 3.
- The run gives the initial core utilization as roughly a third.
- The floorplan step set the die height to approximately 74 µm.
- From left edge to right edge, the die measures 74.1 µm.
- Per the OpenROAD floorplan log, the area of the core is between 4000 and 5000 µm².

Timing:
- In the finished design, the share of the clock period the worst path needs comes to 35.1%.
- Between clock sinks in the finished design, the worst skew comes to between 0.003 and 0.004 ns.
- The run gives the peak clock frequency supported by timing as 391 MHz.
- Endpoints failing hold in the final report were tallied at 0.
- For the finished layout, the period the worst path requires is between 2 and 3 ns.
- Counting pins that exceed their max-slew limit in the final report gives 0.
- The run puts the final count of negative-setup-slack endpoints at 0.
- The run gives the actual transition at the worst max-transition pin as between 0.9 and 1 ns.
- The run gives the relative max-transition margin as 36.5%.
- In the final timing run, aggregate negative setup slack is 0 ns.
- Setup repair after global routing left no endpoint under its margin.

Layout:
- The final layout report lists a filler cell count of 464.
- The layout summary lists the proportion of cells stronger than drive strength 1 as 9.33%.
- Compared with the post-synthesis result, the final layout area differs by 14.3%.
- The run puts the final instance area at between 1500 and 2000 µm².

Power:
- The script extracted a total leakage power of about 0.80 nW.
- The run gives the final total power as roughly 0.00036 W.
- For this design the ratio of total power to cell area is around 200 nW/µm².
- Across the VDD grid, the largest voltage drop is between 0.1 and 0.15 mV.
[cell families after synthesis]
logic type               count (synthesis)  share of synthesized area, %
XOR/XNOR                                31                          17.4
buffers and inverters                    6                          1.53
AND/OR/NAND/NOR                         68                          26.4
adder cells (fa/ha/maj)                  2                          1.61
flip-flops                              33                          53.0
[per-layer routing]
layer	global-route usage (%)	vias to the layer above
met3	2.20	6
met5	0	-
li1	-	510
met2	17.4	9
met4	2.35	0
met1	17.1	513
[registers in the layout, indices dropped and copies added (netlist names)]
register	flops
count	32
clk_10	1
[how the worst min path moves through the flow]
stage	endpoint	slack [ns]	depth (start not counted)
finish	clk_10$_DFFE_PP0N_	0.46	1
global route	clk_10$_DFFE_PP0N_	0.49	1
CTS	clk_10$_DFFE_PP0N_	0.47	1
[layout by cell type, fill, tap and decap left out, drive strengths merged, types with 2 or more instances in the layout]
cell,count
and3,2
nand2,8
clkbuf,7
dfrtp,33
inv,5
xor2,11
ha,2
clkdlybuf4s50,2
and4,2
xnor2,20
nor4,8
nand3,14
nand4,12
nor2,12
nor3,5
[cell type report]
type                            instances  area, µm²  share of cell area, %
Multi-Input combinational cell        101        708                   39.8
Tap cell                               67       83.8                   4.71
Inverter                                5       18.8                   1.05
Clock buffer                            7       86.3                   4.85
Timing Repair Buffer                    3       27.5                   1.55
Clock inverter                          1       30.0                   1.69
Sequential cell                        33        826                   46.4
[power breakdown]
group	internal [W]	switching (W)
combinational	0.000000856	0.00000345
sequential	0.000183	0
clock	0.000111	0.0000640
[per-stage QoR]
| step | hold WS [ns] | instances | utilization [%] | setup WS, ns |
|---|---|---|---|---|
| 2_1_floorplan | 0.420 | 140 | - | 5.12 |
| 3_3_place_gp | 0.452 | 209 | 34.3 | 5.04 |
| 3_5_place_dp | 0.459 | 209 | 34.3 | 5.04 |
| 4_1_cts | 0.469 | 217 | 36.7 | 4.72 |
| 5_1_grt | 0.488 | 217 | 36.7 | 4.69 |
| 6_report | 0.463 | 217 | 36.7 | 4.74 |
Power is estimated from default activity; no workload was simulated.
